**/design/flow/run.sh**
```bash
#!/bin/bash
# OpenROAD 26Q1-2900-gdf79404cd8, Yosys 0.63+post, stock flow scripts
make -C /OpenROAD-flow-scripts/flow DESIGN_CONFIG=/design/flow/config.mk WORK_HOME=/design/flow/orfs finish
```
**/design/flow/config.mk**
```make
export PLATFORM = sky130hd
export DESIGN_NAME = imem
export DESIGN_NICKNAME = imem
export VERILOG_FILES = /design/flow/design.v
export SDC_FILE = /design/flow/constraint.sdc
export NUM_CORES = 4
export LEC_CHECK = 1
export CORE_AREA = 10 10 114 114
export DIE_AREA = 0 0 124 124
export SYNTH_HDL_FRONTEND = slang
```
**/design/flow/constraint.sdc**
```tcl
current_design imem

set clk_period 2.5
set clk_io_pct 0.2

create_clock -name clk0 -period $clk_period

set non_clock_inputs [all_inputs -no_clocks]
set_input_delay [expr $clk_period * $clk_io_pct] -clock clk0 $non_clock_inputs
set_output_delay [expr $clk_period * $clk_io_pct] -clock clk0 [all_outputs]
```
**/design/flow/design.v**
```verilog
module imem #(parameter N=32)
             (input logic [6:0] addr,
              output logic [N-1:0] q);
    logic [N-1:0] ROM [0:127];
    initial
    begin
        ROM  = '{default:'0};
        ROM [0:29] ='{32'h8b1e03c9,
32'h8b040129,
32'h8b1f03ea,
32'h8b1f03eb,
32'hf800014b,
32'h8b08014a,
32'h8b01016b,
32'hcb010129,
32'hb4000049,
32'hb4ffff7f,
32'hcb0a014a,
32'hcb0d01ad,
32'h8b0f014c,
32'hb40000ec,
32'hf840014e,
32'h8b0e01ad,
32'h8b08014a,
32'hcb01018c,
32'hb400004c,
32'hb4ffff7f,
32'hf800014d,
32'hcb0e01ce,
32'h8b1f022f,
32'hb40000af,
32'h8b1001ce,
32'hcb0101ef,
32'hb400004f,
32'hb4ffffbf,
32'hf800000e,
32'hb400001f};
ROM [54:70] ='{32'hd530200c,
32'hcb01018e,
32'hb400006e,
32'hcb02018e,
32'hb40000ae,
32'hf84003aa,
32'h8b01014a,
32'hf80003aa,
32'hd69f03e0,
32'hf84003cb,
32'h8b01016b,
32'hf80003cb,
32'hd530100d,
32'h8b0401ad,
32'hd61f01a0,
32'h00000000,
32'h00000000};
    end
    assign q = ROM[addr];
endmodule
```
==> flow_summary.rst <==
Implementation results
======================

.. list-table::
   :header-rows: 1

   * - Metric
     - Value
   * - Mapped Avg Cell Area
     - 6.16 sq um
   * - Layout Cells excl Fill
     - 560
   * - Fraction of synthesized cell area taken by the top area cell type
     - 7.93%
   * - Post-CTS Hold Buffers
     - 0
   * - Cell Chain, Critical Path
     - buf_2 > bufbuf_16 > or2_4 > buf_4 > a21oi_4 > buf_4 > o32ai_2 > a21o_1 > buf_2
   * - Global Route Usage Sum
     - 11.9%
   * - Die ar.
     - 0.0154 sq mm
   * - Number of warnings printed during yosys synthesis
     - 0
   * - Fraction of layout cells with a size suffix above 1
     - 50.7%
   * - # setup viols final
     - 0
   * - Fin Setup TNS
     - 0 ns
   * - Master of the slowest instance on the critical path
     - sky130_fd_sc_hd__bufbuf_16
   * - Synth Cell Area
     - 0.00174 sq mm
   * - WP buf/inv
     - 5
   * - Area of the core
     - 0.0104 sq mm
   * - TritonRoute pass-1 iters
     - 5
   * - Final core utilization
     - 34.5%
   * - Final design instance area without fill
     - 0.00360 sq mm
   * - Max-slew violation count
     - 0
   * - Half-perimeter wire length after detailed placement
     - 6980 um
   * - Number of antenna diodes
     - 0
   * - Met2 GRT Util
     - 18.5%
   * - Max Fclk
     - 407 MHz
   * - Count of buffers inserted at the top-level ports
     - 39
   * - # IOs
     - 39
   * - First-iteration detailed-routing DRC count
     - 255
   * - First-pass GRT wire length
     - 15000 um
   * - Total gr overflow
     - 0
   * - Maximum cell stage delay along the critical path
     - 0.28 ns
   * - Met3 Track Usage GR
     - 1.70%
   * - Total of max-cap violations
     - 0
   * - Largest area contributor in the netlist
     - sky130_fd_sc_hd__ha_1
   * - Final weighted congestion in routability-driven placement
     - 1.03
   * - Die y size
     - 124 um
   * - Cell Rows
     - 37
   * - Sequential Area
     - 0 sq um
   * - Most common logic cell in the routed design
     - sky130_fd_sc_hd__buf_4
   * - Min-delay worst type
     - input port to primary output
   * - Portion of the clock cycle consumed by the worst path in the final layout
     - 98.3%
   * - Average via count per standard cell
     - 5.31
   * - Number of vias in the routed layout
     - 2971
   * - Worst hold slack across all endpoints
     - 1.54 ns
   * - Power Total
     - 0.602 mW
   * - Layer with the highest usage after global routing
     - met2
   * - Number of instances in the placed design
     - 519
   * - Number of antenna violations at the first check in global routing
     - 0
   * - Data arrival, critical path
     - 1.96 ns
   * - Flip-flops
     - 0
   * - Layout clock buffers
     - 0
   * - Final hold viol count
     - 0
   * - Chip area estimate from yosys synthesis
     - 0.00174 sq mm
   * - Synth-to-layout area growth
     - 107%
   * - Post-synth seq share
     - 0%
   * - Unrepaired setup endpoints after global routing
     - yes
   * - Worst-Margin Slew
     - 0.321 ns
   * - Post-Synthesis Cells
     - 282
   * - Dominant logic cell types in the final layout
     - 105 x sky130_fd_sc_hd__buf_4, 24 x sky130_fd_sc_hd__nor2_1, 22 x sky130_fd_sc_hd__nand2_1, 21 x sky130_fd_sc_hd__buf_6, 17 x sky130_fd_sc_hd__o21ai_0
   * - Total detailed-routing wirelength
     - 9910 um
   * - Effective utilization at floorplan
     - 16.7%
   * - Tally of OpenROAD warnings
     - 43
   * - Cell area power density
     - 167 mW/mm^2
   * - Remaining design rule violation count
     - 0
   * - Worst relative slew slack
     - 78.6%
   * - Leakage power figure
     - 1.66 nW
   * - Final worst-path setup slack
     - 0.0425 ns
   * - Die extent in x
     - 124 um
   * - IR drop worst, VDD
     - 0.0679 mV
   * - Pin count of the biggest net entering global routing
     - 18
   * - WL/cell
     - 17.7 um
   * - Yosys cell count
     - 282
   * - GR met1 Demand/Resource
     - 17.4%
   * - Final critical-path required period
     - 2.46 ns
   * - Distinct cell type count after synthesis
     - 53
   * - Status
     - completed
   * - Cell area leaders
     - sky130_fd_sc_hd__ha_1 7.9%, sky130_fd_sc_hd__o21ai_0 6.3%, sky130_fd_sc_hd__a21oi_1 6.1%
   * - Critical path fanouts, max
     - 11
   * - Required arrival time at the worst endpoint
     - 2.00 ns
   * - Number of antenna-violating nets in the routed design
     - 0
   * - Vias in the first global route
     - 2718
   * - Startpoint-to-endpoint class of the critical path
     - input port to primary output
   * - Placement Setup Slack
     - -0.832 ns
   * - Cell family with the largest share of critical-path delay
     - buffers and inverters
   * - Total cell area at the placement stage
     - 0.00288 sq mm
   * - Startpoint types
     - input port
   * - Endpoint type of the worst setup path
     - primary output
==> cells in the mapped netlist, types with 3 or more instances <==
library cell	count
sky130_fd_sc_hd__a311oi_1	3
sky130_fd_sc_hd__o2111ai_1	4
sky130_fd_sc_hd__o21ai_0	22
sky130_fd_sc_hd__nand2_1	27
sky130_fd_sc_hd__mux2i_1	3
sky130_fd_sc_hd__a211oi_1	5
sky130_fd_sc_hd__a31oi_1	4
sky130_fd_sc_hd__o311ai_1	3
sky130_fd_sc_hd__a221o_1	5
sky130_fd_sc_hd__buf_2	18
sky130_fd_sc_hd__nand3_1	12
sky130_fd_sc_hd__or3_1	4
sky130_fd_sc_hd__o211ai_1	8
sky130_fd_sc_hd__buf_4	8
sky130_fd_sc_hd__ha_1	11
sky130_fd_sc_hd__nand2b_1	13
sky130_fd_sc_hd__o221ai_1	5
sky130_fd_sc_hd__nand4_1	5
sky130_fd_sc_hd__nor2b_1	12
sky130_fd_sc_hd__a221oi_1	4
sky130_fd_sc_hd__clkbuf_1	6
sky130_fd_sc_hd__a21boi_0	3
sky130_fd_sc_hd__a21oi_1	21
sky130_fd_sc_hd__nor2_1	26
sky130_fd_sc_hd__inv_1	8
sky130_fd_sc_hd__o21ai_1	6
sky130_fd_sc_hd__a21o_1	3
==> tightest hold or removal path, stage by stage <==
cell and delay, ns:
sky130_fd_sc_hd__buf_2 0.10, sky130_fd_sc_hd__buf_6 0.15, sky130_fd_sc_hd__a21oi_1 0.05, sky130_fd_sc_hd__dlygate4sd2_1 0.24
==> final timing paths <==
kind	startpoint	endpoint	slack, ns	depth (start not counted)
worst min-delay path	addr[6]	q[22]	1.54	4
worst max-delay path	addr[2]	q[27]	0.04	9
==> layout make-up <==
cell class	count	area (sq um)
fillers	1007	6820
well taps	136	170
multi-input cells	240	1840
inverters	9	38.8
repair buffers	175	1550
==> kinds of logic after synthesis <==
group                      synth area share, %
AOI/OAI and AO/OA                         43.1
xor gates and xnor gates                 0.504
adders and majority gates                 7.92
buffers and inverters                     12.5
muxes                                     1.73
and+or+nand+nor                           34.2
==> what timing repair did <==
action                                  CTS  global route
setup buffers                            26            15
cloned                                    2             0
endpoints found under the setup margin   32            22
gates resized                           162            30
pin swaps                                38            18
==> per-layer routing <==
| metal | part of all wire, % | wire, um |
|---|---|---|
| met1 | 45 | 4410 |
| met2 | 44 | 4340 |
| met3 | 9.1 | 899 |
| met4 | 2.6 | 257 |
| met5 | 0 | 0 |
==> power breakdown <==
group	internal, mW	leakage [nW]	switching [mW]
registers	0	0	0
logic	0.317	1.66	0.285
clock network	0	0	0
total	0.317	1.66	0.285
Power and IR drop assume default switching activity.
