## flow/run.sh

```bash
#!/bin/bash
# OpenROAD 26Q1-2900-gdf79404cd8, Yosys 0.63+post, stock flow scripts
make -C /OpenROAD-flow-scripts/flow DESIGN_CONFIG=/design/flow/config.mk WORK_HOME=/design/flow/orfs finish
```

## flow/config.mk

```make
export PLATFORM = sky130hd
export DESIGN_NAME = datapath
export DESIGN_NICKNAME = datapath
export VERILOG_FILES = /design/flow/design.v
export SDC_FILE = /design/flow/constraint.sdc
export NUM_CORES = 4
export LEC_CHECK = 1
export CORE_UTILIZATION = 50
export SYNTH_HDL_FRONTEND = slang
```

## flow/constraint.sdc

```tcl
current_design datapath

set clk_period 146.4
set clk_io_pct 0.2

create_clock -name clk0 -period $clk_period [get_ports {clk}]

set non_clock_inputs [all_inputs -no_clocks]
set_input_delay [expr $clk_period * $clk_io_pct] -clock clk0 $non_clock_inputs
set_output_delay [expr $clk_period * $clk_io_pct] -clock clk0 [all_outputs]
```

## flow/design.v

```verilog
module adder #(parameter N = 64)
              (input logic [N-1:0] a, b,
               output logic [N-1:0] y);
    assign y = a + b;
endmodule
module alu #(parameter N=64)
            (input logic [N-1:0] a, b,
             input logic [3:0] ALUControl,
             output logic [N-1:0] result,
             output logic zero);
    always_comb begin
        casez(ALUControl)
            4'b0000: result = a & b;
            4'b0001: result = a | b;
            4'b0010: result = a + b;
            4'b0110: result = a - b;
            4'b0111: result = b;
            default: result = '1;
        endcase
        zero = ~(|result); 
    end
endmodule
module comp_n #(parameter N=64)
               (input logic [N-1:0] a, b,
                output logic eq);
    assign eq = a === b;
endmodule
module datapath #(parameter N = 64)
                 (input logic reset, clk,
                  input logic reg2loc,
                  input logic [1:0] AluSrc,
                  input logic [3:0] AluControl,
                  input logic Branch,
                  input logic memRead,
                  input logic memWrite,
                  input logic regWrite,
                  input logic memtoReg,
                  input logic BReg,
                  input logic [31:0] IM_readData,
                  input logic [N-1:0] DM_readData,
                  input logic [3:0] EStatus,
                  input logic Exc, ERet,
                  output logic [N-1:0] IM_addr, DM_addr, DM_writeData,
                  output logic DM_writeEnable, DM_readEnable,
                  output logic ExcAck);
    logic PCSrc;
    logic [N-1:0] E_Branch, PCBranch, writeData3, PCBranch_F;
    logic [N-1:0] signImm, readData1, readData2, readData3;
    logic [N-1:0] NextPC, EVAddr;
    logic EProc;
    logic zero;
    fetch #(64)     FETCH      (.PCSrc_F(PCSrc),
                                .clk(clk),
                                .reset(reset),
                                .EProc_F(EProc),
                                .PCBranch_F(PCBranch_F),
                                .EVAddr_F(EVAddr),
                                .imem_addr_F(IM_addr),
                                .NextPC_F(NextPC));
    decode #(64)    DECODE     (.regWrite_D(regWrite),
                                .reg2loc_D(reg2loc),
                                .clk(clk),
                                .writeData3_D(writeData3),
                                .instr_D(IM_readData),
                                .signImm_D(signImm),
                                .readData1_D(readData1),
                                .readData2_D(readData2));
    execute #(64)   EXECUTE    (.AluSrc(AluSrc),
                                .AluControl(AluControl),
                                .PC_E(IM_addr),
                                .signImm_E(signImm),
                                .readData1_E(readData1),
                                .readData2_E(readData2),
                                .readData3_E(readData3),
                                .PCBranch_E(E_Branch),
                                .aluResult_E(DM_addr),
                                .writeData_E(DM_writeData),
                                .zero_E(zero));
    memory          MEMORY     (.Branch_M(Branch),
                                .zero_M(zero),
                                .PCSrc_M(PCSrc));
    writeback #(64) WRITEBACK  (.aluResult_W(DM_addr),
                                .DM_readData_W(DM_readData),
                                .memtoReg(memtoReg),
                                .writeData3_W(writeData3));
    exception       EXCEPTION  (.clk(clk), .reset(reset),
                                .Exc(Exc), .ERet(ERet),
                                .EStatus(EStatus),
                                .NextPC_X(NextPC),
                                .imem_addr_X(IM_addr),
                                .ALUBranch_X(E_Branch),
                                .EDataSel(IM_readData[13:12]),
                                .ExcAck(ExcAck),
                                .EProc_X(EProc),
                                .PCBranch_X(PCBranch),
                                .readData_X(readData3),
                                .EVAddr_X(EVAddr));
    mux2 MUX_BReg (.s(BReg), .y(PCBranch_F), .d0(PCBranch), .d1(readData1));
    assign DM_writeEnable = memWrite;
    assign DM_readEnable = memRead;
endmodule
module decode #(parameter N = 64)
               (input logic regWrite_D, reg2loc_D, clk,
                input logic [N-1:0] writeData3_D,
                input logic [31:0] instr_D,
                output logic [N-1:0] signImm_D, readData1_D, readData2_D);
    logic [4:0] ra2;
    mux2 #(5) ra2mux    (.d0(instr_D[20:16]), .d1(instr_D[4:0]), .s(reg2loc_D), .y(ra2));
    regfile   registers (.clk(clk), .we3(regWrite_D), .ra1(instr_D[9:5]), .ra2(ra2), .wa3(instr_D[4:0]),
                         .wd3(writeData3_D), .rd1(readData1_D), .rd2(readData2_D));
    signext   ext       (.a(instr_D), .y(signImm_D));
endmodule
module esync (input logic Exc, resetEsync, reset,
              output logic out);
    always @(Exc, resetEsync, reset) begin
        if(reset) out <= 1'b0;
        if(resetEsync) out <= 1'b0;           
        if(Exc) out <= 1'b1;
    end
endmodule
module exception (input logic clk, reset, Exc, ERet,
                  input logic [3:0] EStatus,
                  input logic [63:0] NextPC_X, imem_addr_X, ALUBranch_X,
                  input logic [1:0] EDataSel,
                  output logic ExcAck, EProc_X,
                  output logic [63:0] PCBranch_X, readData_X,
                  output logic [63:0] EVAddr_X);
    logic [63:0] Exc_vector = 64'hD8;
    assign EVAddr_X = Exc_vector;
    logic comp_out, sync_out, EProc;
    assign EProc = sync_out & ~reset;
    assign EProc_X = EProc;
    assign ExcAck = comp_out;
    comp_n  #(64) EV_Comp (imem_addr_X, Exc_vector, comp_out);
    esync         ESync   (Exc, comp_out, reset, sync_out);
    logic [63:0] ERR_out, ELR_out;
    logic [3:0] ESR_out;
    flopr_e #(64) ERR     (clk, reset, EProc, NextPC_X, ERR_out);
    flopr_e #(64) ELR     (clk, reset, EProc, imem_addr_X, ELR_out);
    flopr_e #(4)  ESR     (clk, reset, EProc, EStatus , ESR_out);
    mux2    #(64) RET_SEL (ALUBranch_X, ERR_out, ERet, PCBranch_X);
    mux4    #(64) D_SEL   (ERR_out, ELR_out, {60'b0, ESR_out}, 64'b0, EDataSel, readData_X);
endmodule
module execute #(parameter N=64)
                (input logic [1:0] AluSrc,
                 input logic [3:0] AluControl,
                 input logic [N-1:0] PC_E, signImm_E, readData1_E, readData2_E, readData3_E,
                 output logic [N-1:0] PCBranch_E, aluResult_E, writeData_E,
                 output logic zero_E);
    logic [N-1:0] mux_out, sl2_out;
    mux4  #(N) MUX_E(readData2_E, signImm_E, readData3_E, readData3_E, AluSrc, mux_out);
    alu        ALU(readData1_E, mux_out, AluControl, aluResult_E, zero_E);
    sl2   #(N) ShiftLeft_E(signImm_E, sl2_out);
    adder #(N) Add_E(sl2_out, PC_E, PCBranch_E);
    assign writeData_E = readData2_E;
endmodule
module fetch #(parameter N=64)
              (input logic PCSrc_F, clk, reset, EProc_F,
               input logic [N-1:0] PCBranch_F, EVAddr_F,
               output logic[N-1:0] imem_addr_F, NextPC_F);
    logic [N-1:0] PC_out, adder_out, mux1_out, mux2_out;
    flopr #(N) PC   (clk, reset, mux2_out, PC_out);
    adder #(N) Add  (PC_out, 64'h4, adder_out);
    mux2  #(N) MUX1 (adder_out, PCBranch_F, PCSrc_F, mux1_out);
    mux2  #(N) MUX2 (mux1_out, EVAddr_F, EProc_F, mux2_out);
    assign imem_addr_F = PC_out;
    assign NextPC_F = mux1_out;
endmodule
module flopr #(parameter N = 64)
              (input logic clk, reset,
               input logic [N-1: 0] d,
               output logic [N-1: 0] q);
    always_ff @(posedge clk, posedge reset)
        if (reset) q <= 'b0;
        else       q <= d;
endmodule
module flopr_e #(parameter N = 64)
                (input logic clk, reset, enable,
                input logic [N-1: 0] d,
                output logic [N-1: 0] q);
    always_ff @(posedge clk, posedge reset)
        if (reset)       q <= '0;
        else if (enable) q <= d;
endmodule
module memory (input logic Branch_M, zero_M,
               output logic PCSrc_M);
    assign PCSrc_M = Branch_M & zero_M;
endmodule
module mux2 #(parameter N = 64)
             (input logic [N-1:0] d0, d1,
              input logic s,
              output logic [N-1:0] y);
    assign y = s ? d1 : d0;
endmodule
module mux4 #(parameter N=64)
                (input logic [N-1:0] d0, d1, d2, d3,
                 input logic [1:0] s,
                 output logic [N-1:0] y);
assign y = s[1] ? (s[0] ? d3 : d2):(s[0] ? d1 : d0);
endmodule
module regfile #(parameter N=64)
                (input logic clk,    we3,
                  input logic [4:0] ra1, ra2, wa3,
                  input logic [N-1:0] wd3,
                  output logic [N-1:0] rd1, rd2);
    logic [N-1:0] REGS [0:31];
    initial
    begin
        REGS  = '{default:'0};
        for (logic [N-1:0] i = 0;i < 'd31;++i) REGS[i] = i;
    end
    always @(posedge clk)
        if (we3)
            REGS[wa3] <= wd3;
        always_comb begin
            rd1 <= (ra1 == 5'd31) ? 64'b0 : REGS[ra1];
            rd2 <= (ra2 == 5'd31) ? 64'b0 : REGS[ra2];
        end
endmodule
module signext (input logic [31:0] a,
                output logic [63:0] y);
    always_comb
        casez (a[31:21])            
            11'b111_1100_00?0: y = {{55{a[20]}}, a[20:12]};
            11'b101_1010_????: y = {{45{a[23]}}, a[23:5]};   
            default: y = '0;
        endcase
endmodule
module sl2 #(parameter N = 64)
            (input logic [N-1:0] a,
             output logic [N-1:0] y);
    assign y[0] = 1'b0;
    assign y[1] = 1'b0;
    assign y[N-1:2] = a[N-3:0];
endmodule
module writeback #(parameter N = 64)
                  (input logic [N-1:0] aluResult_W, DM_readData_W,
                   input logic memtoReg,
                   output logic [N-1:0] writeData3_W);
    mux2 #(64) MtoRmux (.d0(aluResult_W), .d1(DM_readData_W), .s(memtoReg), .y(writeData3_W));
endmodule
```

==> impl_metrics.csv <==
group,metric,value,unit
status,run_status,"completed",
yosys,edf_count,2048,
final_layout,post_route_cells_drive_above_1_share,0.1612,
job,stage_log_warnings,44,
hold_path,worst_hold_startpoint,"EXCEPTION.ELR.q[9]$_DFFE_PP0P_",
setup_path,crit_required,117.12,ns
floorplanning,die_h,500.2,um
yosys,yosys-top-cells-area,"edfxtp_1 (50%), mux4_2 (11%), nand2_1 (5.5%), dfrtp_1 (4.0%), a21oi_1 (2.8%)",
yosys,yosys.area_share.xor_xnor,0.01532,
placement,port_buffers,307,
yosys,mux_contribution_to_synthesized_area,0.1433,
global_routing,globalRouteMet2Util,0.6387,
clock_network,cts_tree,"built",
floorplanning,die_w,500.2,um
timing,unclocked_pins,1,
global_routing,grt.overflow.total,0,
yosys,post_synth_most_frequent_cells,"edfxtp_1 (2048), nand2_1 (1805), a21oi_1 (706), mux4_2 (600), clkbuf_1 (419)",
placement,place_hpwl,381600,um
yosys,synth_chip_area,0.1241,sq mm
timing,report.final.hold_viol_count,0,
drt,wirelength,579900,um
timing,fin_worst_skew,0.09626,ns
setup_path,crit_path_max_incr_delay,0.87,ns
hold_path,min_delay_path_depth,2,
setup_path,worst-r2r-cell-count,30,
timing,setup_ws,75.30,ns
yosys,asyncSetResetFlopFracSynth,0.08731,
placement,place_area,0.1326,sq mm
clock_network,post_cts_resize_count,0,
timing,maxSlewViolCount,0,
setup_path,worst_setup_path_end_kind,"output port",
final_layout,sequential_cell_area,0.06642,sq mm
timing,fmax,14.07,MHz
placement,post-place-ws,75.73,ns
final_layout,final_design_area_no_fill,0.1407,sq mm
setup_path,critical_path.n_buffers_inverters,7,
yosys,post_synth.cell_area_avg,11.83,sq um
clock_network,cts.htree.levels,4,
global_routing,global_route_wire_length_before_repair,796200,um
clock_network,insertion_delay,0.97,ns
final_layout,fillers,19465,
yosys,post_synth_ao_oa_area_fraction,0.1388,
power,ir_drop,13.46,uV
floorplanning,rows,182,
setup_path,rr_startpoint,"EXCEPTION.ELR.q[13]$_DFFE_PP0P_",
power,power_density,11.83,mW/mm^2
clock_network,ctsRootBufferMaster,"clkbuf_16",
global_routing,groute.layer.met1.usage,0.5793,
final_layout,area.growth.synth_to_final,13.35,%
timing,worst_slew_pin_slew,1.322,ns
final_layout,mi_logic_area,0.05438,sq mm
setup_path,timing.critical_path.max_delay_family,"buffers and inverters",
yosys,synthesis.area,0.1241,sq mm
setup_path,critical_path.max_fanout,50,
yosys,postSynthCellCount,10491,
setup_path,worst-r2r-setup-slack,134.90,ns
floorplanning,share_of_the_core_filled_by_cells_before_placement,0.5036,
timing,final_setup_fails,0,
drt,drtAntennaViolNets,0,
setup_path,worst-setup-path-type,"input pin to output port",
timing,finalClockPeriodUsage,0.4856,
yosys,ys.flop_type,"edfxtp_1",
global_routing,global_route.usage.met3,0.4360,
yosys,synth-warning-count,0,
clock_network,clk_transition_reported_paths,0.06,ns
yosys,synthAdderAreaFrac,0.01341,
global_routing,pin_count_of_the_biggest_net_entering_global_routing,105,
drt,detail_route.first_pass.iterations,7,
yosys,synth_largest_type_area_fraction,0.4956,
clock_network,number_of_buffers_on_the_longest_clock_path,3,
yosys,synth.largest_area_cell,"edfxtp_1",
global_routing,vias_in_the_first_global_route,103568,
global_routing,globalRoute.busiestLayer,"met2",
drt,drt-vias-per-instance,7.110,
timing,aggregate_negative_setup_slack,0,ns
setup_path,critical_path.startpoint_type,"input pin",
drt,drt-initial-drc-count,10021,
yosys,synth-seq-cells,2245,
floorplanning,boundaryPins,312,
setup_path,cp_data_arrival_time,41.82,ns
setup_path,critical_path.most_common_cell,"buf_4",
drt,count_of_unresolved_drc_violations_after_routing,0,
drt,wl_per_cell,40.44,um
yosys,simple_gate_share,0.1211,
drt,vias,101945,
hold_path,hold_class,"register to register",
clock_network,post_cts_buffers,0,
yosys,post-synth-top-count-cell,"edfxtp_1",
clock_network,cts-hold-fix-buffers,0,
final_layout,stdcell_count,14338,
job,maxCapViolations,0,
yosys,synth_cell_type_count,105,
yosys,ys_cells,10491,
floorplanning,fp.dieArea,0.2502,sq mm
placement,instance_count_after_placement_with_tap_cells_included,13819,
global_routing,antenna_found_initial,53,
timing,rsz0062_at_grt,"false",
setup_path,crit_path_top_delay_cell,"o41ai_1",
floorplanning,placeableCoreArea,0.2464,sq mm
clock_network,number_of_buffers_inserted_during_clock_tree_synthesis,237,
setup_path,rr_endpoint,"EXCEPTION.ERR.q[21]$_DFFE_PP0P_",
timing,max_slew_margin,0.1188,
yosys,synthTopLogicFamily,"multiplexers",
timing,period_needed,71.10,ns
timing,untimed_endpoints,1,
hold_path,holdPathEnd,"EXCEPTION.ELR.q[9]$_DFFE_PP0P_",
placement,place_congestion,1.052,
power,leakage,49.15,nW
global_routing,gr-usage-all-layers,0.5063,
## final cells by class
type	count	share of cell area
flip-flops and latches	2245	0.4722
multi-input cells	7302	0.3866
repair buffers	824	0.05039
clock buffers	281	0.04384
well taps	3312	0.02946
clock inverters	164	0.01242
inverters	136	0.003736
diodes	74	0.001317
## flip-flops by register name, summed over array words and instances, names as in the netlist
name                   flops
DECODE.registers.REGS   2048
EXCEPTION.ELR.q           64
EXCEPTION.ERR.q           64
EXCEPTION.ESR.q            4
EXCEPTION.ESync.out        1
FETCH.PC.q                64
## worst register-to-register path, delay by kind of cell (launching register included)
family	cells	cell delay, ns
AND/OR/NAND/NOR	11	3.93
AND-OR/OR-AND	14	5.05
multiplexers	1	0.30
adder cells (fa/ha/maj)	1	0.42
buffers and inverters	2	1.02
flip-flops	1	0.38
XOR/XNOR	1	0.26
## logic make-up after synthesis
group                      after synthesis
and+or+nand+nor                       3323
muxes                                 1012
AOI/OAI and AO/OA                     2618
latches                                  1
adders and majority gates              132
DFF                                   2244
buffers and inverters                  944
xor gates and xnor gates               217
## worst max path at each step
stage | startpoint | to | slack, ns | cells past startpoint
6_report | reg2loc | DM_addr[63] | 75.30 | 32
5_1_grt | reg2loc | DM_addr[63] | 75.16 | 32
4_1_cts | reg2loc | DM_addr[63] | 75.69 | 32
## routing by layer
layer / vias up / part of all wire
li1: 41454 / -
met1: 49431 / 0.30
met2: 8954 / 0.41
met3: 1967 / 0.21
met4: 139 / 0.066
met5: - / 0.013
## cells in the final DEF (no fill, tap or decap), types with 97 or more instances in the layout
master,Yosys,layout
a211oi_1,125,124
a21o_1,97,97
a21oi_1,706,700
a22oi_1,156,156
a31oi_1,167,165
buf_4,27,511
clkbuf_16,0,237
clkdlybuf4s50_1,0,292
dfrtp_1,196,196
edfxtp_1,2048,2048
ha_1,129,129
inv_1,130,127
mux2_2,108,105
mux2i_1,302,297
mux4_2,600,600
nand2_1,1805,1798
nand3_1,410,410
nor2_1,319,277
nor2b_1,141,135
nor3_1,132,126
o211ai_1,98,98
o21ai_0,414,409
o22ai_1,141,141
xnor2_1,123,123
## through the flow
step | power (W) | util | hold slack, ns
3_3_place_gp | 0.001043 | 0.5379 | 0.4521
2_1_floorplan | 0.0008969 | - | 0.4403
4_1_cts | 0.001649 | 0.5701 | 0.4744
3_5_place_dp | 0.001044 | 0.5380 | 0.4580
5_1_grt | 0.001699 | 0.5704 | 0.4933
6_report | 0.001663 | 0.5709 | 0.4711
## power breakdown
group          internal, W  leakage [nW]  total [W]  switching [W]
clock             0.000344          3.83   0.000616       0.000272
sequential        0.000719          21.1   0.000725     0.00000589
combinational    0.0000979          24.2   0.000323       0.000225
total              0.00116          49.2    0.00166       0.000502
No activity file was given, so power comes from the tool's default toggle rates.
